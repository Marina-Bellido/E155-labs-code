<file path="design/flow/config.mk">
export PLATFORM = sky130hd
export DESIGN_NAME = sevseg
export DESIGN_NICKNAME = sevseg
export VERILOG_FILES = /design/flow/design.v
export SDC_FILE = /design/flow/constraint.sdc
export NUM_CORES = 4
export LEC_CHECK = 1
export CORE_AREA = 10 10 70 70
export DIE_AREA = 0 0 80 80
</file>
<file path="design/flow/constraint.sdc">
current_design sevseg

set clk_period 2.0
set clk_io_pct 0.2

create_clock -name clk0 -period $clk_period

set non_clock_inputs [all_inputs -no_clocks]
set_input_delay [expr $clk_period * $clk_io_pct] -clock clk0 $non_clock_inputs
set_output_delay [expr $clk_period * $clk_io_pct] -clock clk0 [all_outputs]
</file>
<file path="design/flow/design.v">
module sevseg(
    input  logic [3:0] s,
    output logic [6:0] segment
);
    logic [6:0] seg;
    always_comb begin
        case (s)
            4'd0 : seg = 7'b1000000;  
            4'd1 : seg = 7'b1111001;  
            4'd2 : seg = 7'b0100100;  
            4'd3 : seg = 7'b0110000;  
            4'd4 : seg = 7'b0011001;  
            4'd5 : seg = 7'b0010010;  
            4'd6 : seg = 7'b0000010;  
            4'd7 : seg = 7'b1111000;  
            4'd8 : seg = 7'b0000000;  
            4'd9 : seg = 7'b0010000;  
            4'd10: seg = 7'b0001000;  
            4'd11: seg = 7'b0000011;  
            4'd12: seg = 7'b1000110;  
            4'd13: seg = 7'b0100001;  
            4'd14: seg = 7'b0000110;  
            4'd15: seg = 7'b0001110;  
            default: seg = 7'b1111111;  
        endcase
    end
    assign segment = seg;
endmodule
</file>
<file path="design/flow/run.sh">
#!/bin/bash
# OpenROAD 26Q1-2900-gdf79404cd8, Yosys 0.63+post, stock flow scripts
make -C /OpenROAD-flow-scripts/flow DESIGN_CONFIG=/design/flow/config.mk WORK_HOME=/design/flow/orfs finish
</file>
==> flow_metrics.tcl <==
# flow metrics
set metrics [dict create \
    io_buffers 11 \
    gp_congestion 0.805 \
    whs_ps 1330 \
    ys_sh_simple 0.145 \
    top_cell "ha_1" \
    die_h_um 80 \
    avgSynthCellArea_um2 8.60 \
    first_iter_violations 2 \
    netlist.top_cell.by_area "ha_1" \
    antennaDiodeCount 0 \
    synthXorXnorAreaFrac 0 \
    critical_path_class "input pin to output port" \
    synth.comb.largest_family "adder cells" \
    min_from "s[0]" \
    ioPinCount 11 \
    fmax_mhz 518 \
    layout_min_cycle_time_ps 1930 \
    drive_gt1_frac 0.453 \
    max_slew.worst_pin.slew_ps 147 \
    synth_warnings 1 \
    core_area_um2 3420 \
    rows 21 \
    top_cell_area_share 0.318 \
    grt_max_degree 7 \
    crit_required_ps 1600 \
    cts_hold_buf 0 \
    layout_setup_ws_ps 71.1 \
    critPathArrivalTime_ps 1530 \
    grt_util_all_layers 0.0238 \
    first_pass_iters 3 \
    post_drt_wl_per_cell_um 7.85 \
    netlist_instances 32 \
    synth_area_um2 275 \
    top_cells_by_area "ha_1 32%, mux2i_1 15%, mux4_1 9.5%, nor2_1 6.8%, a22o_1 6.4%" \
    dp_slack_ps -708 \
    aoi_share 0.155 \
    power.density_nw_per_um2 170 \
    startpoint "s[0]" \
    wl_um 777 \
    die_width_um 80 \
    ys_seq_frac 0 \
    vias 287 \
    ant_nets 0 \
    end_kind "output port" \
    warning_count 39 \
    synthMuxAreaShare 0.282 \
    period_used_share 0.964 \
    grt_pass1_vias 286 \
    drv_slew 0 \
    flop_area_um2 0 \
    antenna_found_initial 0 \
    ir_drop_mv 0.0209 \
    outcome "finished clean" \
    ys_types 15 \
    hold_viol 0 \
    start_kind "input pin" \
    yosys-stat-area_um2 275 \
    dp_hpwl_um 621 \
    area_growth_pct 90.5 \
    post-route-drc-count 0 \
    cap_violations 0 \
    rsz0062_at_grt "no" \
    grt_pass1_wl_um 1320 \
    dieArea_um2 6400 \
    grt_overflow_total 0 \
    nFlopsAndLatches 0 \
    p_leak_uw 0.000260 \
    path_max_fanout 5 \
    netlist_top_cells_count "7 x ha_1, 5 x nor2_1, 4 x mux2i_1, 3 x inv_1" \
    holdCritPathClass "input pin to output port" \
    fp-utilization 0.0806 \
    ys_sh_adder 0.318 \
    via_per_inst 2.90 \
    setup_viol 0 \
    yosys_cells 32 \
    maxSlewHeadroom 0.899 \
    nClkBuffers 0 \
]
-- layout make-up --
class	instances	area (um2)
timing repair buffer	23	189
fill	384	2890
inverter	3	13.8
tap	46	57.6
multi-input combinational	27	264
-- worst max-delay path, cell delays in order --
cell and delay [ps]:
buf_4 130, buf_4 150, ha_2 200, mux4_2 460, clkdlybuf4s15_1 190
-- metal layers --
layer,vias up,GRT usage,routed length [um]
met2,6,0.0465,395
met1,128,0.0271,314
met3,0,0.00455,67
li1,153,-,-
met5,-,0,0
met4,0,0,0
-- layout by cell type, fill, tap and decap left out, drive strengths merged, types with 2 or more instances in the layout --
master         instances
buf                   15
a22o                   2
ha                     7
mux2i                  4
dlygate4sd2            5
clkdlybuf4s15          2
nor2                   5
o21ai                  2
inv                    3
-- where the power goes --
part | leakage [uW] | internal, uW | switching [uW] | total [uW]
clock network | 0 | 0 | 0 | 0
logic | 0.000260 | 54.5 | 34.7 | 89.2
registers | 0 | 0 | 0 | 0
-- worst paths after layout --
path | end | slack, ps | depth (start not counted)
worst max-delay path | segment[3] | 70 | 5
worst min-delay path | segment[4] | 1330 | 5
-- through the flow --
step           setup TNS, ps  instance area, um2  power, uW   util  instances
3_3_place_gp           -3590                 502       91.1  0.147         97
3_5_place_dp           -3610                 502       91.3  0.147         97
5_1_grt                    0                 524        101  0.153         99
6_report                   0                 524       89.2  0.153         99
4_1_cts                -54.0                 515       89.4  0.151         98
2_1_floorplan              0                 275       36.4      -         32
-- cell families (layout without fill, tap and decap cells) --
logic type	count (synthesis)	in the layout
buffers and inverters	5	26
muxes	6	6
AOI/OAI and AO/OA	6	6
adders and majority gates	7	7
and+or+nand+nor	8	8
-- timing repair --
item                                    in CTS  in global routing
endpoints found under the setup margin       7                  4
buffers inserted                             0                  1
gates resized                               31                  4
hold endpoints to repair                     0                  0
pin swaps                                    4                  3
cloned                                       1                  0
Power and IR drop assume default switching activity.
