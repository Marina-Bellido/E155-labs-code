$ cat ./config.mk
export PLATFORM = sky130hd
export DESIGN_NAME = debouncer
export DESIGN_NICKNAME = debouncer
export VERILOG_FILES = /design/flow/design.v
export SDC_FILE = /design/flow/constraint.sdc
export NUM_CORES = 4
export LEC_CHECK = 1
export CORE_AREA = 10 10 100 100
export DIE_AREA = 0 0 110 110
$ cat ./constraint.sdc
current_design debouncer

set clk_period 3.9
set clk_io_pct 0.2

create_clock -name clk0 -period $clk_period [get_ports {int_osc}]

set non_clock_inputs [all_inputs -no_clocks]
set_input_delay [expr $clk_period * $clk_io_pct] -clock clk0 $non_clock_inputs
set_output_delay [expr $clk_period * $clk_io_pct] -clock clk0 [all_outputs]
$ cat ./design.v
module debouncer(
	input logic reset, int_osc,              
	input logic debounce_enable,         
	output logic time_passed);           
	logic [23:0] counter;                
	always_ff @(posedge int_osc, negedge reset) begin
		if(!reset) begin
			counter <= 0;
			time_passed <= 0;
		end else if (debounce_enable) begin    
			if(counter == 23'd120000) begin       
				counter <= 0;
				time_passed <= 1;                 
			end else begin 
				counter <= counter + 1;           
				time_passed <= 0;
			end
		end else begin 
			counter <= 0;                         
			time_passed <= 0;
		end
	end 
endmodule
$ cat ./run.sh
#!/bin/bash
# OpenROAD 26Q1-2900-gdf79404cd8, Yosys 0.63+post, stock flow scripts
make -C /OpenROAD-flow-scripts/flow DESIGN_CONFIG=/design/flow/config.mk WORK_HOME=/design/flow/orfs finish
==> results.cfg <==
; implementation run metrics
[synthesis]
synth_cells = 139
post_synth_most_frequent_cells = 25 x dfrtp_1, 15 x nor2_1, 9 x a21oi_1, 9 x inv_1, 9 x xnor2_1
synth_dominant_cell_count = dfrtp_1
mapped_cell_area_um2 = 1320
synth_stat.cells = 139
netlist.area_leader.share_pct = 47.5
synthDistinctLibCells = 27
edf_count = 0
synthesis.yosys.warnings = 1
yosysTopAreaCell = dfrtp_1
ys_top_cells_by_area = dfrtp_1 48%, xnor2_1 6.0%, nor2_1 4.3%
synthesis_area_per_yosys_um2 = 1320
synth_flops = 25
ys_seq_share_pct = 47.5
syn_area_per_cell_um2 = 9.47
synth_async_sr_flop_share_pct = 100
ys_dominant_reg_cell = dfrtp_1

[placement]
placed_area_um2 = 1480
placement.io_buffers = 3
finalWeightedCongestion = 0.760
dp_hpwl_um = 1730

[grt]
grt_overflow = 0
globalRouteTotalUtil_pct = 4.40
global_route_wire_length_before_repair_um = 4420
grt_antenna_before_repair = 0
grt_max_degree = 26
grt_pass1_vias = 982

[floorplanning]
fp-utilization_pct = 16.9
boundaryPins = 4
fp.dieW_um = 110
coreArea_um2 = 7810
row_count = 32
die_area_um2 = 12100
die-height_um = 110

[route]
drt_iter0_markers = 35
total_drc_errors_in_the_routed_layout = 0
post_drt_via_cell_ratio = 4.07
totalWireLength_um = 2440
drt-wirelength-per-cell_um = 9.94
antenna_cells_inserted = 0
ant_nets = 0
drt_pre_antenna_iters = 4
route.vias.total = 997

[run_status]
status = completed

[critical_path]
worst_ep_arrival_time_ns = 2.32
critPathSlowestCell = or4_1
timing.critical_path.from_type = flop
cp.buffers_inverters = 0
timing.critical_path.required_ns = 4.10
critPathKind = reg -> reg
timing.critical_path.cells = ha_1 > nand2_1 > or4_1 > or4_4 > a21oi_2
crit_path_max_fanout = 8
timing.critical_path.slowest_cell_delay_ns = 0.61
critical_path.top_delay_family = simple AND/OR/NAND/NOR gates
worst_setup_path_end_kind = flop

[cts]
cts.repair_timing.setup_buffer_count = 0
clk_transition_reported_paths_ns = 0.08
clock_sinks = 25
post_cts_resize_count = 0
clock_tree.htree_level_count = 1
cts_hold_repair.buffers = 0
cts_tree = built
cts-root-to-sink-buffers = 2
clk_ins_delay_skew_pair_ns = 0.26
cts_inserted_buffers = 3
cts-root-buf = clkbuf_8

[power_and_ir_drop]
power.density_cell_area_nw_per_um2 = 286
power.static_leakage_nw = 0.525
vdd_drop_max_uv = 135

[sta]
grt_setup_unrepaired = false
drv_slew = 0
final_hold_viol_count = 0
fin_worst_hold_slack_ns = 0.511
number_of_endpoints_failing_setup_at_the_final_stage = 0
maxSlewHeadroom_pct = 54.8
totalNegativeSetupSlack_ns = 0
fin_crit_ns = 2.13
max_freq_ghz = 0.470
worst_pin_slew_ns = 0.672
period_used_pct = 54.5
finClkSkew_ns = 0.00172

[job]
drv_cap = 0
log.warning_count = 26

[finish]
area_growth_pct = 15.9
postLayoutCellArea_um2 = 1530
final_core_utilization_pct = 19.5
tally_of_filler_cells_in_the_layout = 864
fraction_of_layout_instances_using_a_drive_strength_above_1_pct = 9.79

[min_path]
holdCritPathClass = reg -> reg
==> path summary, 6_finish.rpt <==
path / startpoint / endpoint / slack, ns / cells past startpoint
max: counter[0] / counter[22] / 1.77 / 5
min: counter[0] / counter[0] / 0.51 / 1
max reg2reg: counter[0] / counter[22] / 1.77 / 5
min reg2reg: counter[0] / counter[0] / 0.51 / 1
max in group asynchronous: reset / counter[4] / 2.78 / 2
min in group asynchronous: reset / counter[16] / 0.88 / 2
==> routing by layer <==
metal,share of wire [%],GRT usage (%)
met1,51,6.10
met2,44,6.73
met4,0.49,0.465
met3,4.4,1.53
met5,0,0
==> flip-flops by register name, indices dropped and copies added (netlist names) <==
signal / cells
counter: 24
time_passed: 1
==> power breakdown <==
group | leakage, nW | switching [mW] | internal [mW]
Sequential | 0.347 | 0.00333 | 0.261
Clock | 0.0228 | 0.0774 | 0.0729
Combinational | 0.156 | 0.0139 | 0.00798
Total | 0.525 | 0.0946 | 0.342
==> final cells by class <==
type	instances	area [um2]	share of cell area, %
clock buffer	4	45.0	2.95
inverter	9	33.8	2.21
multi-input combinational	100	648	42.5
sequential	25	626	41.0
tap	102	128	8.37
timing repair buffer	5	45.0	2.95
==> worst register-to-register path: stages, from the launching register on <==
cell     delay [ns]
dfrtp_1        0.41
ha_1           0.22
nand2_1        0.13
or4_1          0.61
or4_4          0.56
a21oi_2        0.14
==> per-stage QoR <==
stage	instances	setup slack [ns]	power [mW]
2_1_floorplan	139	1.86	0.280
3_3_place_gp	241	1.82	0.292
3_5_place_dp	241	1.78	0.293
4_1_cts	245	1.76	0.444
5_1_grt	245	1.64	0.460
6_report	245	1.77	0.437
==> placed cells by master (no fill, tap or decap), types with 2 or more instances in the layout <==
| cell | instances |
|---|---|
| a21oi_1 | 9 |
| a21oi_2 | 2 |
| and3_1 | 2 |
| buf_4 | 2 |
| clkbuf_8 | 3 |
| clkdlybuf4s50_1 | 3 |
| dfrtp_1 | 25 |
| ha_1 | 2 |
| inv_1 | 9 |
| nand2_1 | 7 |
| nand3_1 | 7 |
| nand4_1 | 5 |
| nor2_1 | 15 |
| nor3_1 | 6 |
| nor4_1 | 3 |
| nor4b_1 | 2 |
| o21ai_0 | 5 |
| o31ai_1 | 5 |
| or3_1 | 7 |
| or4_1 | 5 |
| or4_4 | 2 |
| xnor2_1 | 9 |
| xor2_1 | 2 |
==> logic make-up (layout without fill, tap and decap cells) <==
group,Yosys count,count (layout),share of synthesized area [%]
adders and majority gates,2,2,1.90
and+or+nand+nor,64,64,27.8
xor gates and xnor gates,11,11,7.32
DFF,25,25,47.5
buffers and inverters,14,18,4.09
AOI/OAI and AO/OA,23,23,11.4
No activity file was given, so power comes from the tool's default toggle rates.
